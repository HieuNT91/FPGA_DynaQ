==> flow/run.sh <==
#!/bin/bash
# OpenROAD 26Q1-2900-gdf79404cd8, Yosys 0.63+post, stock flow scripts
make -C /OpenROAD-flow-scripts/flow DESIGN_CONFIG=/design/flow/config.mk WORK_HOME=/design/flow/orfs finish
==> flow/config.mk <==
export PLATFORM = sky130hd
export DESIGN_NAME = q_block
export DESIGN_NICKNAME = q_block
export VERILOG_FILES = /design/flow/design.v
export SDC_FILE = /design/flow/constraint.sdc
export NUM_CORES = 4
export LEC_CHECK = 1
export CORE_UTILIZATION = 30
==> flow/constraint.sdc <==
current_design q_block

set clk_period 1.2
set clk_io_pct 0.2

create_clock -name clk0 -period $clk_period [get_ports {clk}]

set non_clock_inputs [all_inputs -no_clocks]
set_input_delay [expr $clk_period * $clk_io_pct] -clock clk0 $non_clock_inputs
set_output_delay [expr $clk_period * $clk_io_pct] -clock clk0 [all_outputs]
==> flow/design.v <==
module q_block
#(
 parameter         DATA_LENGTH            = 32,
 parameter         KQFACTOR_LENGTH        = 16
)
(
 input  wire                                 clk,
 input  wire                                 reset,
 input  wire                                 w_en,
 input  wire [3                   : 0]       action_decode,
 input  wire [DATA_LENGTH     - 1 : 0]       w_data,
 output wire [DATA_LENGTH*4   - 1 : 0]       r_data
);
 reg         [DATA_LENGTH     - 1 : 0]       register    [3 : 0];
 assign                                      r_data = {register[3], register[2], register[1], register[0]};   
 always @ (posedge clk or negedge reset)
  if (!reset) begin
    register[0] = {DATA_LENGTH{1'b0}};
	 register[1] = {DATA_LENGTH{1'b0}};
	 register[2] = {DATA_LENGTH{1'b0}};
	 register[3] = {DATA_LENGTH{1'b0}};
   end
  else begin
    if (w_en & action_decode[0]) register[0] = w_data;
	 if (w_en & action_decode[1]) register[1] = w_data;
	 if (w_en & action_decode[2]) register[2] = w_data;
	 if (w_en & action_decode[3]) register[3] = w_data;
  end
endmodule 
==> metrics.yaml <==
run_status: "finished, final reports clean"
critPathSlowestCell: "dfrtp_1"
period_needed_ns: 1.17
worst_setup_hold_path_clk_slew_ns: 0.06
avgViaCountPerCell: 4.37
yosys_cells: 272
post-route-util_pct: 45.1
postSynthCellCount: 272
ys_seq_share_pct: 67.4
global_route.overflow_total: 0
min-delay-path-class: "in2async"
power.leakage_nw: 3.17
placeableCoreArea_um2: 15300
yosysChipArea_um2: 4750
cp-end-kind: "primary output"
drtPass1Iterations: 4
max_ffs_per_register: 128
endpoints_failing_hold: 0
ys_seq_elements: 128
grt_first_pass_wirelength_um: 17400
place.port_buffers: 166
worst_setup_start_kind: "flip-flop"
clock-skew-final_ns: 0
power_density_nw_per_um2: 1880
fp.dieH_um: 128
setup_violations: 0
max_freq_mhz: 853
grt_setup_unrepaired: "yes"
path_cells: "buf_2"
gp_weighted_congestion: 0.770
worstPathRequired_ns: 0.96
cts_root_buffer: "clkbuf_16"
htreeDepth: 4
worst-endpoint-arrival_ns: 0.93
boundaryPins: 167
worst_ir_drop_vdd_mv: 0.884
slew-limit-headroom_pct: 76.8
maxCapViolations: 0
cpLargestDelayFamily: "flip-flops"
vias_in_the_first_global_route: 3082
clock_latency_reported_for_the_late_side_of_the_worst_skew_pair_ns: 0.41
synthesis.area_um2: 4750
die_area_um2: 16300
number_of_rows_in_the_core_area: 45
grt_antenna_before_repair: 0
synthesis.yosys.warnings: 2
maximum_clock_insertion_buffer_count: 2
stage_log_warnings: 27
filler_cell_count: 1428
syn2layout_area_growth_pct: 45.3
post-route-period-util_pct: 97.7
num_antenna_cells: 0
path_buffers: 1
dr_total_vias: 2996
kind_of_critical_path: "reg2out"
numCtsBuffers: 17
routed_wire_length_per_instance_um: 16.0
grt_use_total_pct: 14.3
route.detailed.drc: 0
syn-mean-instance-area_um2: 17.5
antenna_left: 0
power_w: 0.0129
estimated_wirelength_of_the_detail_placed_design_um: 7460
first_iter_violations: 65
tritoncts_num_sinks: 128
drv_slew: 0
ys_types: 4
worst_pin_slew_ns: 0.349
crit_path_max_fanout: 2
die_w_um: 128
cpPeakStageDelay_ns: 0.40
cts_tree: "done"
pin_count_of_the_biggest_net_entering_global_routing: 64
final_wl_um: 11000
drive_above_1_share_pct: 65.0
fp_util_pct: 31.0
cells in the final DEF, fill, tap and decap left out:
master           instances
mux2_2                 128
buf_2                  128
dfrtp_1                128
clkdlybuf4s50_1         36
clkbuf_16               17
buf_12                  10
bufinv_16                7
buf_4                    7
nand2_2                  4
clkinv_4                 2
inv_6                    2
clkinv_2                 1
clkinvlp_4               1
clkbuf_8                 1
dlygate4sd3_1            1
dlygate4sd2_1            1
cell families (layout without fill, tap and decap cells):
| kind of cell | count (synthesis) | in the layout | share of synthesized area (%) |
|---|---|---|---|
| flip-flops | 128 | 128 | 67.4 |
| buffers and inverters | 12 | 214 | 1.90 |
| AND/OR/NAND/NOR | 4 | 4 | 0.316 |
| multiplexers | 128 | 128 | 30.3 |
layout make-up:
class / count / area, µm² / area share (%)
multi-input cells: 132 / 1470 / 21.2
flip-flops and latches: 128 / 3200 / 46.4
well taps: 211 / 264 / 3.82
clock inverters: 13 / 258 / 3.73
repair buffers: 183 / 1270 / 18.4
clock buffers: 18 / 439 / 6.36
power by group:
group          switching, W  leakage, nW  internal (W)
Sequential         0.000301         1.50       0.00496
Clock               0.00188        0.337       0.00416
Combinational      0.000518         1.34       0.00113
Total               0.00270         3.17        0.0102
routing by layer:
metal	vias to the layer above	global-route usage [%]	share of wire (%)	wire length, µm
met1	1528	21.6	45	4940
met2	103	21.1	45	4980
li1	1354	-	-	-
met4	0	2.01	1.3	147
met5	-	0	0	0
met3	11	5.14	8.2	894
cell usage after synthesis:
cell type | count | area [µm²]
nand2_1 | 4 | 15.0
mux2_2 | 128 | 1440
dfrtp_1 | 128 | 3200
buf_4 | 12 | 90.1
worst paths after layout:
check | start | endpoint | slack, ns | cells past startpoint
worst max-delay path | register[0][27]$_DFFE_PN0P_ | r_data[27] | 0.03 | 1
worst min-delay path | reset | register[3][17]$_DFFE_PN0P_ | 0.17 | 2
worst max register to register | register[0][11]$_DFFE_PN0P_ | register[0][11]$_DFFE_PN0P_ | 0.33 | 2
worst min register to register | register[3][6]$_DFFE_PN0P_ | register[3][6]$_DFFE_PN0P_ | 0.50 | 1
max in group asynchronous | reset | register[2][3]$_DFFE_PN0P_ | 0.50 | 3
min in group clk0 | register[3][6]$_DFFE_PN0P_ | register[3][6]$_DFFE_PN0P_ | 0.50 | 1
what timing repair did:
action	4_1_cts	5_1_grt
hold endpoints to repair	128	0
endpoints found under the setup margin	164	9
buffers inserted	6	0
gates resized	396	0
hold buffers	1	0
per-stage QoR:
stage	TNS [ns]	setup slack [ns]	std cells	area (µm²)	hold WS, ns
floorplan	0	0.202	272	4750	-0.0556
global placement	-53.14	-0.440	647	6790	0.0521
detailed placement	-55.41	-0.461	647	6790	0.0518
CTS	-0.000994	-0.000994	685	6900	0.156
global route	-0.0629	-0.0130	685	6900	0.164
finish	0	0.0277	685	6900	0.170
Power figures rest on the tool's default switching activity, not on a simulated workload.
